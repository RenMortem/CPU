File: design.v
`timescale 1ns / 1ps
module ALU #(parameter WIDTH=8)
	(input [WIDTH-1:0] in1, in2,
	input [3:0] op,
	input nvalid_data,
	output reg [2*WIDTH-1:0] out,
	output reg zero,
	output reg error);
always @(*) begin
error <= 0;
zero <= 0;
	if (in2 == 0) begin
		error <= 1; end
	else if (out == 0) begin
		zero <= 1; end
	else if (nvalid_data == 0) begin
		error <= 1; 
	end
end
always @(*) begin
	if (nvalid_data) begin
		case (op) 
			4'b0000: out = in1 + in2; 
			4'b0001: out = in1 - in2;
			4'b0010: out = in1 * in2;
			4'b0011: out = in1 / in2;
		default: out = 0;
	endcase
	end
end
endmodule
module control_cpu (
	input logic clk,
	input logic rst,
	input logic [6:0] cmd_in,  
	output logic aluin_reg_en,  
	output logic datain_reg_en,  
	output logic memoryWrite, memoryRead, selmux2, 
	output logic cpu_rdy, 
	output logic aluout_reg_en,  
	output logic nvalid_data,  
	output logic [1:0] in_select_a,  
	output logic [1:0] in_select_b,  
	output logic [2:0] opcode  
);
	typedef enum logic [1:0] {
		RESET = 2'b00,
		FETCH = 2'b01,
		LOAD = 2'b10,
		EXECUTE = 2'b11}
		state_n;
       state_n	current_state, next_state;	
	always_ff @(posedge clk or posedge rst) begin
		if (rst) 
			current_state <= RESET;
		else 
			current_state <= next_state;
		end
	always_comb begin
		next_state = current_state;
		 unique case (current_state)
			 RESET: next_state = FETCH;
			 FETCH: next_state = LOAD;
			 LOAD: next_state = EXECUTE;
			 EXECUTE: next_state = FETCH;
			 default: next_state = RESET;
		endcase
	end
	always_comb begin
			aluin_reg_en = 0;
			datain_reg_en = 0;
			memoryWrite = 0;
			memoryRead = 0;
			selmux2 = 0;
			cpu_rdy = 0;
			aluout_reg_en = 0;
			nvalid_data = 1;
			in_select_a = 2'b00;
			in_select_b = 2'b00;
			opcode = 3'b000;
			case(current_state) 
				RESET: begin 
					aluin_reg_en = 0;
					datain_reg_en = 0;
					memoryWrite = 0;
					memoryRead = 0;
					selmux2 = 0;
					cpu_rdy = 0;
					aluout_reg_en = 0;
					nvalid_data = 1;
					in_select_a = 2'b00;
					in_select_b = 2'b00;
				end
			FETCH: begin
					aluin_reg_en = 0;
					datain_reg_en = 1;
					memoryWrite = 1;
					memoryRead = 0;
					selmux2 = 0;
					cpu_rdy = 0;
					aluout_reg_en = 0;
					nvalid_data = 1;
					in_select_a = 2'b00;
					in_select_b = 2'b00;
					opcode = 3'b000;
				end
			LOAD: begin
					aluin_reg_en = 1;
					datain_reg_en = 0;
					memoryWrite = 0;
					memoryRead = 0;
					selmux2 = 0;
					cpu_rdy = 0;
					aluout_reg_en = 0;
					nvalid_data = 1;
					in_select_a = cmd_in[6:5]; 
					in_select_b = cmd_in[4:3]; 
					opcode = 3'b000;
				end
			EXECUTE: begin
					aluin_reg_en = 0;
					datain_reg_en = 0;
					memoryWrite = 0;
					memoryRead = 1;
					selmux2 = 1;
					cpu_rdy = 1;
					aluout_reg_en = 1;
					nvalid_data = 0;
					in_select_a = 2'b00;
					in_select_b = 2'b00;
					opcode = cmd_in[2:0];
				end
			endcase
		end
	endmodule
module memory #(parameter WIDTH = 8) (
    input  logic clk,
    input  logic write,
    input  logic read,
    input  logic [WIDTH-1:0] address,
    input  logic [2*WIDTH-1:0] data_in,
    output logic [2*WIDTH-1:0] data_out
);
    logic [2*WIDTH-1:0] mem [(2**WIDTH)-1:0];
    always_ff @(posedge clk) begin
        if (write) begin
            mem[address] <= data_in;
            assert(address <= (2**WIDTH-1)) else
                $error("Memory address out of range %0d", address);  
        end
    end
    always_ff @(posedge clk) begin
        if (read)
            data_out <= mem[address];
        else
            data_out <= '0;    
    end
    property p_no_unknown_addr;
        @(negedge clk)
        disable iff (!write) address |-> !($isunknown(address));
    endproperty
    assert property (p_no_unknown_addr);
    property same_address_feedback;
        @(posedge clk)
        (write && $stable(address)) ##1
        address == $past(address) |-> data_out == $past(data_in);
    endproperty
    assert property(same_address_feedback);
endmodule
module mux4 #(
  parameter int WIDTH = 8
) (
  input  logic [WIDTH-1:0] din1, din2, din3, din4,
  input  logic [1:0]       select,
  output logic [WIDTH-1:0] dout
);
always_comb begin
  case (select)
    2'b00:   dout = din1;
    2'b01:   dout = din2;
    2'b10:   dout = din3;
    2'b11:   dout = din4;
    default: dout = din1; 
  endcase
end
endmodule
module mux_2 #(
	parameter WIDTH = 8
)
(
	input [2*WIDTH-1:0] in1_c, in2_c,
	input select_c,
	output reg [2*WIDTH-1:0] out_c
);
always @(*) begin
	case (select_c)
		1'b0: out_c = in1_c;
		1'b1: out_c = in2_c;
		default: out_c = in1_c;
	endcase
end
endmodule
module register_2bits #(parameter WIDTH = 8)
	(input clk,
	input rst,
	input wr_en,
	input [WIDTH-1:0] zero, error,   
	output reg [WIDTH-1:0] q1, q2);
always @(posedge clk)begin
	if (rst) begin
		q1 <= 0;
		q2 <= 0;
	end
	else if (wr_en) begin
		q1 <= zero;
		q2 <= error;
	end
end	
endmodule
module register_bank #(
	parameter WIDTH = 8
)(
	input clk,
	input reset,
	input enable,
	input [WIDTH-1:0] inD,
	output reg [WIDTH-1:0] outQ
);
	always @(posedge clk) begin  
		if (reset) begin     
			outQ <= 0;   
		end else if (enable)
			outQ <= inD;
	end
endmodule 
module register_bank2 #(
	parameter WIDTH = 8
)(
	input clk,
	input reset,
	input enable,
	input [2*WIDTH-1:0] inD,
	output reg [2*WIDTH-1:0] outQ
);
	always @(posedge clk) begin  
		if (reset) begin     
			outQ <= 0;   
		end else if (enable)
			outQ <= inD;
	end
endmodule 
module register_bank3 #(parameter WIDTH = 7)
(
	input clk,
	input reset,
	input enable,
	input [WIDTH-1:0] inD,
	output reg [WIDTH-1:0] outQ
);
	always @(posedge clk) begin  
		if (reset) begin     
			outQ <= 0;   
		end else if (enable)
			outQ <= inD;
	end
endmodule 
module top_cpu #(
	parameter WIDTH = 8
)
(	input [6:0] cmd_in,
	output logic cpu_rdy,
	input clk,
	input reset,
	input logic [WIDTH-1:0] din_1, din_2, din_3,
	output logic zero,
	output logic error
);
	logic [WIDTH-1:0] inD_aux1, inD_aux2, w_muxA_regA, w_muxB_regB;
logic [WIDTH-1:0] in1a_aux, in2b_aux; 
	logic [2*WIDTH-1:0] w_mux2_reg2, in_memory, wdata, w_reg2_mem_muxB_muxA, w_alu_mux2;
logic c3_aux, c10_aux, c6_aux, c7_aux, c8_aux, c9_aux, c4_aux, aux_zero, aux_error;
logic [1:0] c1_aux, c2_aux;
logic [3:0] c5_aux;
logic [6:0] cmd_inAUX, out_cmdIN;
	mux4 mux_4_A ( 		 
		.din1 (din_1),
		.din2 (din_2),
		.din3 (din_3),
		.din4 (w_reg2_mem_muxB_muxA),
		.select (c1_aux), 
		.dout (w_muxA_regA)
	);
	mux4 mux_4_B (		 
		.din1 (din_1),
		.din2 (din_2),
		.din3 (din_3),
		.din4 (w_reg2_mem_muxB_muxA),
		.select (c2_aux), 
		.dout (w_muxB_regB)
	);
	register_bank register_bank_1(	 
		.clk (clk),
		.reset (reset),
		.enable (c3_aux), 
		.inD (w_muxA_regA),
		.outQ (in1a_aux) 
	);
	register_bank register_bank_2(	 
		.clk (clk),
		.reset (reset),
		.enable (c3_aux), 
		.inD (w_muxB_regB),
		.outQ (in2b_aux) 
	);
	ALU Alu_1(					
		.in1 (in1a_aux),  
		.in2 (in2b_aux),  
		.op (c5_aux), 
		.nvalid_data (c4_aux), 
		.out (w_alu_mux2),
		.zero (aux_zero),  
		.error (aux_error)  
	);
	mux_2 mux_2C(          		 
		.in1_c (w_alu_mux2),    
		.in2_c (in_memory),		 
		.select_c (c8_aux), 
		.out_c (w_mux2_reg2) 		 
	);
	register_bank2 register_bank_3(  
		.clk (clk),
		.reset (reset),
		.enable (c9_aux), 
		.inD (w_mux2_reg2),			 
		.outQ (w_reg2_mem_muxB_muxA) 
	);
	memory memory_ins(
		.clk (clk),
		.write (c6_aux),  
		.read (c7_aux),	 
		.address (din_1),  
		.data_in (w_reg2_mem_muxB_muxA), 
		.data_out (in_memory)  
	);
	register_bank3 register_bank_5(  
		.clk (clk),
		.reset (reset),
		.enable (c10_aux), 
		.inD (cmd_in),  
		.outQ (out_cmdIN) 
	);
	register_2bits register_2bits_4 (
		.clk (clk), 
		.rst (reset),
		.wr_en (c9_aux),  
		.zero (aux_zero),  
		.error (aux_error),  
		.q1 (zero),  
		.q2 (error)  
	);
	control_cpu control_cpuinst(
		.clk (clk), 
		.rst (reset), 
		.cmd_in (out_cmdIN), 
		.aluin_reg_en (c3_aux), 
		.datain_reg_en (c10_aux), 
		.memoryWrite (c6_aux), 
		.memoryRead (c7_aux), 
		.selmux2 (c8_aux), 
		.cpu_rdy (cpu_rdy ),
		.aluout_reg_en (c9_aux), 
		.nvalid_data (c4_aux), 
		.in_select_a (c1_aux), 
		.in_select_b (c2_aux), 
		.opcode (c5_aux) 
	);
endmodule
File: run.sh
#!/bin/bash
# OpenROAD 26Q1-2900-gdf79404cd8, Yosys 0.63+post, stock flow scripts
make -C /OpenROAD-flow-scripts/flow DESIGN_CONFIG=/design/flow/config.mk WORK_HOME=/design/flow/orfs finish
File: config.mk
export PLATFORM = sky130hd
export DESIGN_NAME = top_cpu
export DESIGN_NICKNAME = top_cpu
export VERILOG_FILES = /design/flow/design.v
export SDC_FILE = /design/flow/constraint.sdc
export NUM_CORES = 4
export LEC_CHECK = 1
export CORE_UTILIZATION = 40
export SYNTH_HDL_FRONTEND = slang
File: constraint.sdc
current_design top_cpu

set clk_period 6.5
set clk_io_pct 0.2

create_clock -name clk0 -period $clk_period [get_ports {clk}]

set non_clock_inputs [all_inputs -no_clocks]
set_input_delay [expr $clk_period * $clk_io_pct] -clock clk0 $non_clock_inputs
set_output_delay [expr $clk_period * $clk_io_pct] -clock clk0 [all_outputs]
==> qor.yml <==
placement.io_buffers: 35
period_needed_ps: 4410
postCtsResizedCells: 0
drtAntennaViolNets: 0
worst_slew_pin_slew_ps: 1040
outcome: "finished, final reports clean"
clock.fmax_mhz: 227
critPathMaxFanout: 68
dominant_logic_cell_type_in_the_layout: "sky130_fd_sc_hd__edfxtp_1"
grt_pass1_wl_mm: 323
grt_antenna_before_repair: 2
num_antenna_cells: 0
finalClockSkew_ps: 23.5
hold_start: "control_cpuinst.current_state[1]"
finalCritPeriodShare_pct: 67.8
core_region_area_um2: 220000
worst-setup-path-type: "input pin to flop"
postSynth.asyncResetShare_pct: 0.190
rr_startpoint: "control_cpuinst.current_state[3]"
finalWeightedCongestion: 0.878
final_layout_size_suffix_gt1_share_pct: 26.1
postCtsHoldBufs: 0
post-cts-setup-buffers: 0
rsz0062_at_grt: "no"
chip_area_um2: 224000
number_of_global_route_vias_before_repair: 48500
drt_iter0_drc: 2949
edff_count_synth: 2048
log.warning_count: 37
clock_latency_ps: 830
ios: 36
routedWlPerCell_um: 27.4
die-width_um: 473
drc_errors: 0
dp.final_hpwl_mm: 137
top_cells_by_area: "sky130_fd_sc_hd__edfxtp_1 69%, sky130_fd_sc_hd__mux4_2 17%, sky130_fd_sc_hd__ha_1 2.2%"
synth_flops: 2109
crit_start: "din_1[0]"
critPathRequiredTime_ps: 7190
totalWireLength_mm: 218
worst_setup_path_start_kind: "input pin"
area_delta_synth_final_pct: 13.4
clk_transition_reported_paths_ps: 60
cts_made_buffers: 201
grt.overflow.total: 0
synth.yosys.num_cells: 4571
setup-violations-final: 0
final.fill_count: 18000
synthDominantCellAreaShare_pct: 69.3
place_worst_setup_slack_ps: 1090
avgSynthCellArea_um2: 19.4
setup-tns-final_ps: 0
ctsLongestPathBuffers: 3
layout.cells.most_common_list: "2048 x sky130_fd_sc_hd__edfxtp_1, 660 x sky130_fd_sc_hd__mux4_2, 386 x sky130_fd_sc_hd__nor2_1"
cap_violations: 0
worst-endpoint-arrival_ps: 5100
overall_global_routing_resource_usage_pct: 21.8
cts_root_buffer: "sky130_fd_sc_hd__clkbuf_16"
number_of_standard_cells_after_synthesis: 4571
post-route-worst-setup-slack_ps: 2090
largest_net_degree_at_the_start_of_global_routing: 87
unconstrained_endpoints: 16
worst_hold_path_type: "flop to flop"
viasPerCell: 5.61
synth_cell_type_count: 86
h-tree-depth: 4
dieHeight_um: 473
maxSlewViolCount: 0
unclocked_regs: 16
drt-pass1-iter-count: 7
synth.largest_area_cell: "sky130_fd_sc_hd__edfxtp_1"
ys_chip_area_um2: 88700
timing.critical_path.to_type: "flop"
fp-row-count: 172
netlist_area_um2: 88700
final_hold_viol_count: 0
route.vias.total: 44600
initCoreUtil_pct: 40.3
tritoncts_clock_tree: "built"
worst_slew_margin_rel_pct: 28.7
synth-main-ff-cell: "sky130_fd_sc_hd__edfxtp_1"
synth_warnings: 0
-- final timing paths --
| kind | slack, ps | depth (start not counted) | to |
|---|---|---|---|
| min | 400 | 0 | control_cpuinst.current_state[3] |
| min in group asynchronous | 1020 | 3 | control_cpuinst.current_state[1] |
| max | 2090 | 9 | memory_ins.data_out[3] |
| max reg2reg | 2580 | 8 | memory_ins.mem[59][2] |
| min reg2reg | 400 | 0 | control_cpuinst.current_state[3] |
| max in group asynchronous | 5230 | 3 | control_cpuinst.current_state[0] |
-- sequential cells by signal, indices dropped and copies added (netlist names) --
signal and count:
memory_ins.data_out 8, register_bank_2.outQ 8, register_bank_5.outQ 7, memory_ins.mem 2048, register_bank_3.outQ 8, control_cpuinst.current_state 4
Alu_1.out 16, register_2bits_4.q1 1, register_2bits_4.q2 1, register_bank_1.outQ 8
-- layer usage --
metal | up-vias | share of wire [%] | track usage (%)
li1 | 19300 | - | -
met3 | 330 | 17 | 16.1
met5 | - | 0.063 | 0.649
met1 | 22500 | 34 | 27.8
met2 | 2511 | 47 | 31.4
met4 | 6 | 2.4 | 4.18
-- per-stage QoR --
stage | hold slack, ps | std cells | cell area (um^2) | util, %
2_1_floorplan | 367 | 4579 | 88800 | -
3_3_place_gp | 378 | 7586 | 94000 | 42.7
3_5_place_dp | 387 | 7586 | 94000 | 42.7
4_1_cts | 404 | 7956 | 101000 | 45.7
5_1_grt | 429 | 7956 | 101000 | 45.7
6_report | 403 | 7956 | 101000 | 45.7
-- logic make-up after synthesis --
family	synth area share (%)
flops	70.3
mux	17.6
latches	0.271
simple gates	4.00
compound gates	2.80
buf+inv	1.42
xor+xnor	0.572
fa+ha+maj	3.04
other cells	0.00423
-- area by class of cell --
| class | instances | area (um^2) | area share (%) |
|---|---|---|---|
| clock inverter | 112 | 1210 | 1.21 |
| sequential | 2109 | 62700 | 62.3 |
| tap | 2958 | 3700 | 3.68 |
| multi-input combinational | 2139 | 24900 | 24.8 |
| clock buffer | 258 | 5350 | 5.31 |
| timing repair buffer | 289 | 2380 | 2.37 |
| inverter | 91 | 342 | 0.340 |
-- worst max-delay path, cell delays in order --
cell and delay [ps]:
sky130_fd_sc_hd__buf_8 420, sky130_fd_sc_hd__buf_12 490, sky130_fd_sc_hd__mux4_2 570, sky130_fd_sc_hd__mux4_2 550, sky130_fd_sc_hd__nor2b_1 160, sky130_fd_sc_hd__a2111oi_0 930, sky130_fd_sc_hd__nand4_1 250, sky130_fd_sc_hd__nor3_1 240
sky130_fd_sc_hd__nor2_1 60
-- Yosys cell counts, drive strengths merged, types with 38 or more instances --
cell and instances:
nor2b 40, nor3 56, a21oi 95, fa 38
nand2 143, mux4 660, buf 56, ha 154
edfxtp 2048, inv 87, o21ai 39, dfxtp 41
o21a 40, clkbuf 184, nor2 389, nand3 59
